--- /design/flow/config.mk ---
export PLATFORM = sky130hd
export DESIGN_NAME = MedianFilter
export DESIGN_NICKNAME = MedianFilter
export VERILOG_FILES = /design/flow/design.v
export SDC_FILE = /design/flow/constraint.sdc
export NUM_CORES = 4
export LEC_CHECK = 1
export CORE_UTILIZATION = 40
--- /design/flow/constraint.sdc ---
current_design MedianFilter

set clk_period 18.8
set clk_io_pct 0.2

create_clock -name clk0 -period $clk_period [get_ports {clk}]

set non_clock_inputs [all_inputs -no_clocks]
set_input_delay [expr $clk_period * $clk_io_pct] -clock clk0 $non_clock_inputs
set_output_delay [expr $clk_period * $clk_io_pct] -clock clk0 [all_outputs]
--- /design/flow/design.v ---
module MedianFilter #(
    parameter WIDTH = 430 						 
)(
    input  wire        clk,					 
    input  wire        rst,					 
    input  wire        pixel_valid,			 
    input  wire [7:0]  pixel_in,				 
    output reg         pixel_out_valid,    
    output reg  [7:0]  pixel_out				 
);
    reg [7:0] line1 [0:WIDTH-1];				 
    reg [7:0] line2 [0:WIDTH-1];				 
    reg [9:0] x;   
    reg [9:0] y;   
    reg [7:0] p0, p1, p2;
    reg [7:0] p3, p4, p5;
    reg [7:0] p6, p7, p8;
    wire [7:0] med;
    median9 u_med (
        .p0(p0), .p1(p1), .p2(p2),
        .p3(p3), .p4(p4), .p5(p5),
        .p6(p6), .p7(p7), .p8(p8),
        .med(med)
    );
    always @(posedge clk or posedge rst) begin
        if (rst) begin
            x <= 0;
            y <= 0;
            pixel_out_valid <= 0;
            pixel_out <= 0;
				p0 <= 0; p1 <= 0; p2 <= 0;
            p3 <= 0; p4 <= 0; p5 <= 0;
            p6 <= 0; p7 <= 0; p8 <= 0;
        end else if (pixel_valid) begin
            p0 <= p1;  p1 <= p2;  p2 <= line1[x];
            p3 <= p4;  p4 <= p5;  p5 <= line2[x];
            p6 <= p7;  p7 <= p8;  p8 <= pixel_in;
            line1[x] <= line2[x];
            line2[x] <= pixel_in;
            if (y >= 1) begin
                pixel_out_valid <= 1'b1;
                if (x >= 2 && y >= 2) begin
                    pixel_out <= med;
                end 
                else begin
                    pixel_out <= p4;
                end
            end else begin
                pixel_out_valid <= 1'b0;
            end
            if (x == WIDTH-1) begin
                x <= 0;
                y <= y + 1;
            end else begin
                x <= x + 1;
            end
        end else begin
            pixel_out_valid <= 1'b0;
        end
    end
endmodule
module median9 (
    input  [7:0] p0,p1,p2,p3,p4,p5,p6,p7,p8,
    output [7:0] med
);
    reg [7:0] a0,a1,a2,b0,b1,b2,c0,c1,c2;
    reg [7:0] d0,d1,d2,e0,e1,e2,f0,f1,f2;
    reg [7:0] m0,m1,m2,m3,m4;
    reg [7:0] t; 
    always @(*) begin
        a0=p0; a1=p1; a2=p2; if(a0>a1)begin t=a0;a0=a1;a1=t;end if(a1>a2)begin t=a1;a1=a2;a2=t;end if(a0>a1)begin t=a0;a0=a1;a1=t;end
        b0=p3; b1=p4; b2=p5; if(b0>b1)begin t=b0;b0=b1;b1=t;end if(b1>b2)begin t=b1;b1=b2;b2=t;end if(b0>b1)begin t=b0;b0=b1;b1=t;end
        c0=p6; c1=p7; c2=p8; if(c0>c1)begin t=c0;c0=c1;c1=t;end if(c1>c2)begin t=c1;c1=c2;c2=t;end if(c0>c1)begin t=c0;c0=c1;c1=t;end
        d0=a0; d1=b0; d2=c0; if(d0>d1)begin t=d0;d0=d1;d1=t;end if(d1>d2)begin t=d1;d1=d2;d2=t;end if(d0>d1)begin t=d0;d0=d1;d1=t;end
        e0=a1; e1=b1; e2=c1; if(e0>e1)begin t=e0;e0=e1;e1=t;end if(e1>e2)begin t=e1;e1=e2;e2=t;end if(e0>e1)begin t=e0;e0=e1;e1=t;end
        f0=a2; f1=b2; f2=c2; if(f0>f1)begin t=f0;f0=f1;f1=t;end if(f1>f2)begin t=f1;f1=f2;f2=t;end if(f0>f1)begin t=f0;f0=f1;f1=t;end
        m0=e0; m1=d1; m2=e1; m3=f1; m4=e2;
        if(m0>m1)begin t=m0;m0=m1;m1=t;end
        if(m3>m4)begin t=m3;m3=m4;m4=t;end
        if(m2>m4)begin t=m2;m2=m4;m4=t;end
        if(m2>m3)begin t=m2;m2=m3;m3=t;end
        if(m1>m4)begin t=m1;m1=m4;m4=t;end
        if(m0>m3)begin t=m0;m0=m3;m3=t;end
        if(m0>m2)begin t=m0;m0=m2;m2=t;end
        if(m1>m3)begin t=m1;m1=m3;m3=t;end
        if(m1>m2)begin t=m1;m1=m2;m2=t;end
    end
    assign med = m2;
endmodule
--- /design/flow/run.sh ---
#!/bin/bash
# OpenROAD 26Q1-2900-gdf79404cd8, Yosys 0.63+post, stock flow scripts
make -C /OpenROAD-flow-scripts/flow DESIGN_CONFIG=/design/flow/config.mk WORK_HOME=/design/flow/orfs finish
==> results.toml <==
# implementation run metrics
[synth]
yosys_area_sq_um = 262000
yosysUniqueCellTypes = 111
postSynthSeqShare = 0.797
syn-cell-area_sq_um = 262000
ys_async_sr_fraction = 0.0145
avgSynthCellArea_sq_um = 17.7
synth_flops = 6981
synth_top_area_share = 0.787
area_leaders = "edfxtp_1, a22oi_1, a221oi_1"
synth-edff-count = 6880
synth.largest_area_cell = "edfxtp_1"
ys_cells = 14868
synth_cells = 14868
ys_warn_count = 4
flop_cell = "edfxtp_1"

[placement]
dp_slack_ns = -1.39
dp.cells = 25712
place.port_buffers = 19
globalplace.congestion = 1.33
place_hpwl_mm = 1540

[die]
die_y_um = 812
pin_count = 20
die_width_um = 812
fp_util = 0.401
num_rows = 297

[global_routing]
grt_start_max_net_pins = 116
grt_pass1_wl_mm = 3030
grt_pass1_vias = 249515
grt-ovfl-total = 319
grt_usage = 0.784

[clock_tree]
clock-sinks = 6981
numCtsBuffers = 725
h-tree-depth = 6
hold_buffers = 0
clockRootBuffer = "clkbuf_16"
clk_path_buf_depth = 4

[run_status]
firstError = "[ERROR GRT-0116] Global routing finished with congestion. Check the congestion regions in the DRC Viewer."
status = "stopped before the end"
haltStage = "global routing (5_1_grt)"
-- cells in the mapped netlist (5+ instances only) --
| library cell | n |
|---|---|
| a22oi_1 | 1291 |
| nand3_1 | 241 |
| nand4b_1 | 5 |
| o211ai_1 | 17 |
| nand4_1 | 560 |
| or4_1 | 12 |
| nor3_1 | 499 |
| buf_1 | 53 |
| a21oi_1 | 186 |
| xor2_1 | 5 |
| a211oi_2 | 5 |
| nor4_1 | 223 |
| o21a_1 | 20 |
| o21ai_1 | 14 |
| xnor2_1 | 13 |
| and2_1 | 14 |
| and4_1 | 8 |
| a22o_1 | 1058 |
| nor3b_1 | 7 |
| o31a_1 | 8 |
| inv_1 | 173 |
| a211o_1 | 10 |
| edfxtp_1 | 6880 |
| buf_2 | 10 |
| o21ai_0 | 189 |
| and3_1 | 19 |
| a31oi_1 | 11 |
| mux2_2 | 64 |
| nand2b_1 | 25 |
| clkbuf_1 | 662 |
| ha_1 | 212 |
| a222oi_1 | 19 |
| a21o_1 | 49 |
| nor2b_1 | 32 |
| or3_1 | 10 |
| o22ai_1 | 8 |
| nand2_1 | 245 |
| a211oi_1 | 14 |
| mux2i_1 | 88 |
| o31ai_1 | 8 |
| dfrtp_1 | 101 |
| nor2_1 | 618 |
| a221oi_1 | 1069 |
-- timing repair --
action,4_1_cts
setup buffers,45
resized,129
endpoints found under the setup margin,8
pin swaps,50
cloned,3
-- stage by stage --
step                      hold slack [ns]  cell area, sq um
after detailed placement            0.464            299000
after global placement              0.461            299000
after CTS                           0.477            323000
after floorplan                     0.447            263000
-- metal layers --
| layer | GRT usage | overflow |
|---|---|---|
| met1 | 0.742 | 51 |
| met2 | 0.872 | 108 |
| met4 | 0.703 | 76 |
| met5 | 0.693 | 6 |
| met3 | 0.773 | 78 |
-- cell families after synthesis --
group	after synthesis	synth area share
AND-OR/OR-AND	4048	0.123
XOR/XNOR	18	0.000601
adder cells (fa/ha/maj)	212	0.0101
buffers and inverters	905	0.0130
flip-flops	6981	0.797
multiplexers	154	0.00620
AND/OR/NAND/NOR	2550	0.0497
