`design/flow/design.v`:
```
module clk_div_1hz (clk_50m, rst_n, clk_1hz);
    input  wire clk_50m;
    input  wire rst_n;
    output reg  clk_1hz;
    reg [25:0] cnt;
    always @(posedge clk_50m or negedge rst_n) begin
        if (!rst_n)
            {cnt, clk_1hz} <= 27'd0;
        else if (cnt == 26'd24_999_999)
            {cnt, clk_1hz} <= {26'd0, ~clk_1hz};
        else
            cnt <= cnt + 1'b1;
    end
endmodule
```
`design/flow/run.sh`:
```
#!/bin/bash
# OpenROAD 26Q1-2900-gdf79404cd8, Yosys 0.63+post, stock flow scripts
make -C /OpenROAD-flow-scripts/flow DESIGN_CONFIG=/design/flow/config.mk WORK_HOME=/design/flow/orfs finish
```
`design/flow/config.mk`:
```
export PLATFORM = sky130hd
export DESIGN_NAME = clk_div_1hz
export DESIGN_NICKNAME = clk_div_1hz
export VERILOG_FILES = /design/flow/design.v
export SDC_FILE = /design/flow/constraint.sdc
export NUM_CORES = 4
export LEC_CHECK = 1
export CORE_AREA = 10 10 92 92
export DIE_AREA = 0 0 102 102
```
`design/flow/constraint.sdc`:
```
current_design clk_div_1hz

set clk_period 5.1
set clk_io_pct 0.2

create_clock -name clk0 -period $clk_period [get_ports {clk_50m}]

set non_clock_inputs [all_inputs -no_clocks]
set_input_delay [expr $clk_period * $clk_io_pct] -clock clk0 $non_clock_inputs
set_output_delay [expr $clk_period * $clk_io_pct] -clock clk0 [all_outputs]
```
==> results.py <==
# Metrics from the implementation run
metrics = {
    "synthesis": {
        "ys_area_um2": 1330,
        "synth_cells": 127,
        "netlist_area_um2": 1330,
        "ys_cells": 127,
        "synthFlopType": "dfrtp_1",
        "synthTopCellsByArea": "dfrtp_1 (51%), xnor2_1 (6.6%), xor2_1 (5.9%)",
        "syn_avg_cell_area_um2": 10.5,
        "ys_warn_count": 1,
        "yosysTopAreaCellShare": 0.508,
        "synth_top_cell_by_area": "dfrtp_1",
        "ys_types": 29,
        "synth_flops": 27,
        "ys_seq_frac": 0.508,
        "edf_count": 0,
        "async_flop_share": 1.00,
    },
    "clock_network": {
        "cts_tree": "yes",
        "cts_hold_repair.buffers": 0,
        "post_cts_resized": 0,
        "clkLatencyLatePin_ns": 0.27,
        "clock-sinks": 27,
        "ctsRootBufferMaster": "clkbuf_8",
        "clockBufferDepth": 2,
        "ctsHtreeMaxLevel": 1,
        "cts_made_buffers": 3,
        "clk_pin_slew_ns": 0.09,
        "postCtsSetupBuffers": 0,
    },
    "detailed_routing": {
        "detail_route.wl_per_cell_um": 11.0,
        "vias": 927,
        "drt_first_pass_iters": 4,
        "ant_nets": 0,
        "antenna_cells": 0,
        "drtIter0Drc": 48,
        "via_per_inst": 4.44,
        "drt-total-wl_um": 2300,
        "drc": 0,
    },
    "grt": {
        "grt_max_degree": 28,
        "grt_pass1_vias": 857,
        "antenna_found_initial": 0,
        "grt.total_usage": 0.0456,
        "overflow": 0,
        "global_route.peak_usage_layer": "met1",
        "grt_use_met1": 0.0703,
        "grt_first_pass_wirelength_um": 4110,
        "met2_usage": 0.0672,
        "use_met3": 0.00818,
    },
    "worst_setup_path": {
        "end_kind": "register",
        "r2r-start": "cnt[0]$_DFF_PN0_",
        "critical_path.startpoint_type": "register",
        "crit_chain": "ha_1 > and2_1 > nand4_1 > nor4_2 > buf_4 > xor2_1",
        "crit_type": "reg2reg",
        "crit_arrival_ns": 2.38,
        "ff2ff_setup_slack_ns": 2.91,
        "slowest_stage": "nor4_2",
        "crit_required_ns": 5.30,
        "worstReg2RegEnd": "clk_1hz$_DFFE_PN0N_",
        "r2r_cells": 6,
        "crit_fanout": 11,
        "slowest_delay_ns": 0.67,
    },
    "floorplan": {
        "row_count": 29,
        "die_w_um": 102,
        "die_area_um2": 10400,
        "floorplan.core_util": 0.206,
        "core_area_um2": 6460,
        "num_io_pins": 3,
        "die_y_um": 102,
    },
    "placement": {
        "port-buffer-count": 2,
        "place_area_um2": 1440,
        "post-dp-hpwl_um": 1630,
        "place_ws_ns": 2.93,
        "place.gp.congestion": 0.792,
    },
    "power": {
        "power.density_nw_per_um2": 227,
        "p_leak_nw": 0.586,
        "peakVddDrop_mv": 0.103,
    },
    "min_path": {
        "hold_path_class": "reg2reg",
        "hold_end": "clk_1hz$_DFFE_PN0N_",
        "whs_path_depth": 1,
        "min_from": "clk_1hz$_DFFE_PN0N_",
    },
    "timing": {
        "worstMarginPinSlew_ns": 0.685,
        "rsz0062_at_grt": "no",
        "fmax_ghz": 0.458,
        "tns_ns": 0,
        "setup_viol": 0,
        "fin_crit_ns": 2.19,
        "slew_viol_final": 0,
        "fin_ws_ns": 2.91,
        "period_used_share": 0.429,
        "relSlewSlack": 0.539,
        "finalHoldViolations": 0,
        "fin_skew_ns": 0.00346,
    },
    "cells_and_area": {
        "lay_top_count": "dfrtp_1",
        "area_growth_syn_to_layout_pct": 11.8,
        "lay_top_cells": "dfrtp_1 (27), xnor2_1 (10), nor2_1 (10)",
        "final_util": 0.230,
        "fillers": 696,
        "stdcell_area_um2": 1490,
        "drive_gt1_frac": 0.0985,
    },
    "run_status": {
        "status": "finished clean",
    },
    "flow_run": {
        "drv_cap": 0,
        "warnings": 25,
    },
}
-- cell families after synthesis --
family | share of synthesized area
buffers and inverters | 0.0264
AND-OR/OR-AND | 0.0537
adder cells (fa/ha/maj) | 0.00941
AND/OR/NAND/NOR | 0.277
flip-flops | 0.508
XOR/XNOR | 0.125
-- Yosys cell counts, drive strengths merged, types with 2 or more instances --
master  number
o31ai        3
xnor2       10
xor2         9
nand4        8
dfrtp       27
and4         2
and2         2
nor4         9
a21oi        6
nor2        10
or4          3
inv          4
buf          2
nand2        7
or3          4
o21ai        3
nor3         4
nand3        9
-- per-stage QoR --
step,std cells,hold WS [ns],total power (W)
after floorplan,127,0.420,0.000218
after global placement,205,0.460,0.000224
after detailed placement,205,0.464,0.000224
after CTS,209,0.481,0.000342
after global routing,209,0.492,0.000354
final,209,0.477,0.000337
-- cell type report --
type	instances	area [um^2]	area share
clock buffer	4	45.0	0.0303
inverter	4	15.0	0.0101
multi-input combinational	93	618	0.416
sequential	27	676	0.455
tap	77	96.3	0.0649
timing repair buffer	4	35.0	0.0236
-- registers in the layout, indices dropped and copies added (netlist names) --
register,count
cnt,26
clk_1hz,1
-- critical path, delay by kind of cell, from the launching register on --
| kind | cells | cell delay (ns) |
|---|---|---|
| xor+xnor | 1 | 0.15 |
| simple gates | 3 | 1.04 |
| fa+ha+maj | 1 | 0.23 |
| buf+inv | 1 | 0.30 |
| flops | 1 | 0.39 |
-- per-layer routing --
| layer | vias up | part of all wire |
|---|---|---|
| met3 | 0 | 0.033 |
| met1 | 449 | 0.51 |
| li1 | 469 | - |
| met4 | 0 | 0 |
| met5 | - | 0 |
| met2 | 9 | 0.45 |
-- report_power, final --
part,internal (W),switching (W),leakage [nW]
Sequential,0.000214,0,0.368
Combinational,0.00000117,0.00000394,0.196
Clock,0.0000559,0.0000626,0.0228
-- worst max-delay path by stage --
stage	end	from
after CTS	clk_1hz$_DFFE_PN0N_	cnt[0]$_DFF_PN0_
after global routing	clk_1hz$_DFFE_PN0N_	cnt[0]$_DFF_PN0_
final	clk_1hz$_DFFE_PN0N_	cnt[0]$_DFF_PN0_
No activity file was given, so power comes from the tool's default toggle rates.
